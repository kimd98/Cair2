==> ./design.v <==
module switch_led( 
    input clk,
    input reset,
    input [1:0] avs_s0_address,
    input avs_s0_read,
    input avs_s0_write,
    output reg [31:0] avs_s0_readdata,
    input [31:0] avs_s0_writedata,
    inout [31:0] data
);
    reg [9:0] level;
    reg [9:0] count = 0;
    always @(*) begin
        if (avs_s0_read) begin
            avs_s0_readdata = data;
        end else begin
            avs_s0_readdata = 32'bx;
        end
    end
    always @(posedge clk) begin
        if (reset) begin
            level <= 10'd10;
        end else if (avs_s0_write) begin
            level <= avs_s0_writedata;
        end else begin
            level <= level;
        end
        count = (count == 10'd100)? 10'b0 : count + 1;
    end
    assign data = (count < level)? 10'b1111111111 : 10'b0;
endmodule
==> ./run.sh <==
#!/bin/bash
# OpenROAD 26Q1-2900-gdf79404cd8, Yosys 0.63+post, stock flow scripts
make -C /OpenROAD-flow-scripts/flow DESIGN_CONFIG=/design/flow/config.mk WORK_HOME=/design/flow/orfs finish
==> ./config.mk <==
export PLATFORM = sky130hd
export DESIGN_NAME = switch_led
export DESIGN_NICKNAME = switch_led
export VERILOG_FILES = /design/flow/design.v
export SDC_FILE = /design/flow/constraint.sdc
export NUM_CORES = 4
export LEC_CHECK = 1
export CORE_AREA = 10 10 102 102
export DIE_AREA = 0 0 112 112
==> ./constraint.sdc <==
current_design switch_led

set clk_period 2.1
set clk_io_pct 0.2

create_clock -name clk0 -period $clk_period [get_ports {clk}]

set non_clock_inputs [all_inputs -no_clocks]
set_input_delay [expr $clk_period * $clk_io_pct] -clock clk0 $non_clock_inputs
set_output_delay [expr $clk_period * $clk_io_pct] -clock clk0 [all_outputs]
==> ci_impl_report.md <==
## PnR job results

| Metric | Value |
|---|---|
| Iter 0 DRT Violations | 40 |
| Ys cells | 172 |
| Average size of a mapped cell | 8.55 µm² |
| Width of the chip | 112 µm |
| Largest net degree at the start of global routing | 13 |
| Hold Violations, Final | 0 |
| CTS Root Cell | clkbuf_8 |
| Max-cap viol count | 0 |
| GRT Resource Usage Total | 4.54% |
| Slew headroom | 59.4% |
| WL per Instance | 10.2 µm |
| P_leak | 0.815 nW |
| Clk sinks | 20 |
| Pwr Total | 0.883 mW |
| Count of state elements after synthesis | 20 |
| N_diodes | 0 |
| Least-Margin Pin Slew | 607 ps |
| I/O pin cnt | 102 |
| Antenna viol nets, final | 0 |
| Post-synth cell types | 23 |
| Min Clock Period, post-route | 2180 ps |
| Met2 track demand over resource | 6.92% |
| Total Wirelength | 3120 µm |
| Buffer levels on the longest clock path | 2 |
| Die H | 112 µm |
| Seq. cell area | 409 µm² |
| Overflow after GRT | 0 |
| RSZ-0062 raised after global routing | true |
| Vias | 1,005 |
| Crit. End Element | output port |
| CTS tree | done |
| Count of tool warnings | 53 |
| WS Path Type | reg2out |
| Share of cells above drive strength 1 | 31.8% |
| First-pass GRT wire length | 4950 µm |
| Worst-path clk slew | 80 ps |
| Cts bufs inserted | 3 |
| Worst endpoint data arrival time | 1760 ps |
| Mapped Area | 1470 µm² |
| Setup WS post-layout | -80.9 ps |
| Placer Congestion | 0.778 |
| PwrDens | 469 nW/µm² |
| Hold buffer count at cts | 0 |
| Fill count | 863 |
| Max Slew Vio Count | 0 |
| Cycle use final | 104% |
| Row Count | 33 |
| Clock Skew | 10.5 ps |
| Top Usage Layer GRT | met2 |
| Failing checks | setup timing |
| Met1 Track Usage GR | 6.03% |
| H-tree depth | 1 |
| Chip area in the Yosys report | 1470 µm² |
| Initial antenna violation count | 0 |
| PortBufs | 22 |
| Sequential area share after synthesis | 27.2% |
| Vias in the first global route | 1,067 |
| Detailed placement HPWL | 2330 µm |
| Worst IR Drop VDD | 0.314 mV |
| Commonest Layout Cell | conb_1 |
| Comb area | 821 µm² |
| Core area | 8220 µm² |
| Critical Path Start Type | register |
| Synth Instances | 172 |
| DR vias/cell | 3.28 |
| Die Area | 12,500 µm² |
| Layout area overhead | 28.0% |
| Worst-Skew Late Latency | 260 ps |
| Fmax | 0.459 GHz |
| Run status | complete, but fails checks |
| Ys Warns | 1 |
| Endpoints failing setup | 20 |
| # DRC | 0 |
| Total Neg Setup Slack | -1350 ps |
| Required @ worst endpoint | 1680 ps |
| Met3 Use GR | 1.95% |
| DR pass1 iterations | 4 |
| FP Core Util | 17.9% |
| Hold Path Class | reg2reg |
| Top logic cells by instance count in the layout | conb_1, nor2_1, buf_4 |
| CP Max Fanout | 6 |
[Yosys cell counts]
master	count	area, µm²
a211oi_1	1	7.51
a21oi_1	4	20.0
a41oi_1	1	8.76
buf_2	1	5.00
buf_4	63	473
clkbuf_1	1	3.75
conb_1	1	3.75
dfxtp_1	20	400
ha_1	11	138
inv_1	13	48.8
mux2i_1	8	80.1
nand2_1	6	22.5
nand2b_1	1	6.26
nand3_1	9	45.0
nor2_1	17	63.8
nor2b_1	1	6.26
nor4b_2	1	15.0
nor4b_4	1	23.8
o211ai_1	2	15.0
o21ai_0	1	5.00
o2bb2ai_1	1	8.76
xnor2_1	7	61.3
xor2_1	1	8.76
[worst paths after layout]
| path | to | slack (ps) | cells after the start | from |
|---|---|---|---|---|
| max | avs_s0_readdata[5] | -80 | 9 | level[4] |
| min | level[5] | 490 | 2 | level[5] |
| max reg2reg | count[6] | 440 | 7 | count[1] |
| min reg2reg | level[5] | 490 | 2 | level[5] |
[cell families (layout without fill, tap and decap cells)]
group | Yosys count | after routing | share of synthesized area [%]
xor+xnor | 8 | 8 | 4.77
simple gates | 36 | 36 | 12.4
buf+inv | 78 | 64 | 36.1
compound gates | 10 | 10 | 4.43
fa+ha+maj | 11 | 11 | 9.36
mux | 8 | 8 | 5.45
flops | 20 | 20 | 27.2
other cells | 1 | 44 | 0.255
[area by class of cell]
cell class	instances	area share [%]
clock buffers	3	2.19
clock inverters	1	1.60
inverters	13	2.59
multi-input cells	117	43.6
flip-flops and latches	20	21.7
well taps	105	6.98
repair buffers	47	21.3
[repair_timing]
action	CTS	global route
resized	60	7
setup endpoints to repair	20	20
setup buffers	4	1
hold endpoints to repair	0	0
pin swaps	10	5
cloned	1	7
[worst max-delay path, cell delays in order (launching register included)]
cell       delay, ps
dfxtp_2          340
inv_2             40
ha_4             240
a21oi_2          150
nand2_2           80
o2bb2ai_4        150
a21oi_2          160
buf_6            130
buf_8            120
buf_6             90
[where the power goes]
part           leakage (nW)  internal (mW)  switching (mW)
Combinational         0.615         0.0569          0.0444
Sequential            0.165          0.392         0.00554
Clock                0.0357          0.254           0.130
Total                 0.815          0.703           0.180
[registers in the layout, indices dropped and copies added, names as in the netlist]
name	count
level	10
count	10
[per-stage QoR]
stage | setup WS, ps | util (%) | instance area (µm²) | instances | hold slack [ps]
after CTS | -91.3 | 22.6 | 1860 | 300 | 505
after global placement | -206 | 19.8 | 1630 | 292 | 480
after detailed placement | -204 | 19.8 | 1630 | 292 | 478
after global routing | -165 | 22.9 | 1880 | 306 | 534
after floorplan | 22.9 | - | 1640 | 215 | 437
final | -80.9 | 22.9 | 1880 | 306 | 486
[layer usage]
layer | part of all wire (%) | vias to the layer above
met4 | 1.2 | 0
met5 | 0 | -
met2 | 44 | 53
met1 | 46 | 453
li1 | - | 497
met3 | 8.8 | 2
No activity file was given, so power comes from the tool's default toggle rates.
